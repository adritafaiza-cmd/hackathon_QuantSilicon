File: run.sh
#!/bin/bash
# OpenROAD 26Q1-2900-gdf79404cd8, Yosys 0.63+post, stock flow scripts
make -C /OpenROAD-flow-scripts/flow DESIGN_CONFIG=/design/flow/config.mk WORK_HOME=/design/flow/orfs finish
File: config.mk
export PLATFORM = sky130hd
export DESIGN_NAME = feature_engine
export DESIGN_NICKNAME = feature_engine
export VERILOG_FILES = /design/flow/design.v
export SDC_FILE = /design/flow/constraint.sdc
export NUM_CORES = 4
export LEC_CHECK = 1
export CORE_UTILIZATION = 30
File: constraint.sdc
current_design feature_engine

set clk_period 17.3
set clk_io_pct 0.2

create_clock -name clk0 -period $clk_period [get_ports {clk}]

set non_clock_inputs [all_inputs -no_clocks]
set_input_delay [expr $clk_period * $clk_io_pct] -clock clk0 $non_clock_inputs
set_output_delay [expr $clk_period * $clk_io_pct] -clock clk0 [all_outputs]
File: design.v
package fxp_pkg;
  localparam int FXP_FRAC = 16;
  localparam int ALPHA_SHIFT = 5;   
  localparam logic signed [31:0] W1 = 32'sd49152;    
  localparam logic signed [31:0] W2 = 32'sd16384;    
  localparam logic signed [31:0] LIMIT = 32'sd131072;  
  function automatic logic signed [31:0] fxp_abs(
      input logic signed [31:0] x
  );
    fxp_abs = (x < 0) ? -x : x;
  endfunction
  function automatic logic signed [31:0] fxp_mul_q16(
      input logic signed [31:0] a,
      input logic signed [31:0] b
  );
    logic signed [63:0] product;
    begin
      product = $signed(a) * $signed(b);
      fxp_mul_q16 = product >>> FXP_FRAC;
    end
  endfunction
endpackage
package fxp_pkg;
  localparam int FXP_FRAC = 16;
  localparam int ALPHA_SHIFT = 5;   
  localparam logic signed [31:0] W1 = 32'sd49152;    
  localparam logic signed [31:0] W2 = 32'sd16384;    
  localparam logic signed [31:0] LIMIT = 32'sd131072;  
  function automatic logic signed [31:0] fxp_abs(
      input logic signed [31:0] x
  );
    fxp_abs = (x < 0) ? -x : x;
  endfunction
  function automatic logic signed [31:0] fxp_mul_q16(
      input logic signed [31:0] a,
      input logic signed [31:0] b
  );
    logic signed [63:0] product;
    begin
      product = $signed(a) * $signed(b);
      fxp_mul_q16 = product >>> FXP_FRAC;
    end
  endfunction
endpackage
import fxp_pkg::*;
module feature_engine (
    input  logic                clk,
    input  logic                rst_n,
    input  logic                in_valid,
    output logic                in_ready,
    input  logic signed [31:0]  price_in,     
    output logic                out_valid,
    input  logic                out_ready,
    output logic signed [31:0]  ret_out,      
    output logic signed [31:0]  ema_out       
);
    logic signed [31:0] prev_price;
    logic signed [31:0] ema;
    logic signed [31:0] ret_reg;
    logic signed [31:0] ema_reg;
    logic signed [31:0] ret_next;
    logic signed [31:0] ema_delta;
    logic signed [31:0] ema_next;
    logic accept_input;
    logic consume_output;
    assign consume_output = out_valid && out_ready;
    assign accept_input = in_valid && in_ready;
    assign in_ready = ~out_valid || consume_output;
    assign ret_next = price_in - prev_price;
    assign ema_delta = ret_next - ema;
    assign ema_next = ema + (ema_delta >>> ALPHA_SHIFT);
    assign ret_out = ret_reg;
    assign ema_out = ema_reg;
    always_ff @(posedge clk or negedge rst_n) begin
        if (!rst_n) begin
            prev_price  <= 32'sd0;
            ema         <= 32'sd0;
            ret_reg     <= 32'sd0;
            ema_reg     <= 32'sd0;
            out_valid   <= 1'b0;
        end else begin
            if (consume_output && !accept_input) begin
                out_valid <= 1'b0;
            end else if (accept_input) begin
                out_valid <= 1'b1;
            end
            if (accept_input) begin
                prev_price <= price_in;
                ema <= ema_next;
                ret_reg <= ret_next;
                ema_reg <= ema_next;
            end
        end
    end
endmodule
==> ci_impl_report.md <==
## Implementation flow summary

| Metric | Value |
|---|---|
| Status | `completed` |
| Synth-to-layout area growth | `20.0%` |
| CTS tree | `built` |
| Post-placement cell area | `9460 µm²` |
| Fp util | `30.9%` |
| Minimum clock period | `10030 ps` |
| Cts bufs inserted | `9` |
| Maximum clock insertion buffer count | `2` |
| Hold-fix buffer count after cts | `0` |
| YS chip area | `8110 µm²` |
| Mapped Area | `8110 µm²` |
| CP Capture Type | `register` |
| Post-CTS Resized | `0` |
| CP Data Arrival Time | `10250 ps` |
| Max_slew headroom | `46.0%` |
| # Cells Yosys | `875` |
| Startpoint Class | `input port` |
| Row cnt | `59` |
| I/O pin count | `102` |
| Clock Skews | `7.91 ps` |
| Top area cell types | `dfrtp_1, ha_1, mux2_2` |
| Ys Warns | `1` |
| Final max-slew violation count | `0` |
| Inserted Diodes | `0` |
| DIE WIDTH | `166 µm` |
| Most common cell in the netlist | `dfrtp_1` |
| Gate Area | `5290 µm²` |
| H-tree Lvls | `3` |
| Critical Path RT | `17530 ps` |
| Share of layout cells above drive strength 1 | `11.0%` |
| Core area | `26300 µm²` |
| Post-CTS setup buffer count | `0` |
| Largest net degree at the start of global routing | `49` |
| CTS root buffer | `clkbuf_16` |
| Fillers | `2603` |
| Log Warnings | `29` |
| Gr usage total | `14.2%` |
| Top cells by count | `dfrtp_1, ha_1, inv_1, a21oi_1, mux2_2` |
| CTS Sinks | `97` |
| WL/cell | `14.3 µm` |
| Fin crit share | `58.0%` |
| IO buf count | `101` |
| Final Hold Fails | `0` |
| Final WL | `18.8 mm` |
| Finished Cell Area | `9730 µm²` |
| Total Neg Setup Slack | `0 ps` |
| Initial antenna violation count | `0` |
| CP dominant cell by count | `a21o_1` |
| Register area | `2430 µm²` |
| Slowest cell on the critical path | `a2111oi_0` |
| Worst Path Buf+Inv | `3` |
| DRC violations left | `0` |
| Routed Antenna Nets | `0` |
| DR vias/cell | `4.83` |
| Clk pin slew, worst setup/hold paths | `70 ps` |
| Via count | `6344` |
| Global route overflow | `0` |
| Sequential-to-total area share from yosys stat | `29.9%` |
| Yosys cell types | `68` |
| FFs w/ async S/R, synth | `100%` |
| Critical path's top delay family | `AND-OR/OR-AND gates` |
| Final setup viols | `0` |
| Worst-path fanout max | `6` |
| Area leader share | `29.9%` |
| First-pass GRT wire length | `31.6 mm` |
| Mean Syn Cell Area | `9.27 µm²` |
| Flip-flops with a built-in enable | `0` |
| Late-Pin Clk Latency | `350 ps` |
| Die area | `27700 µm²` |
| Synth Instances | `875` |
| Critical path class | `input port to register` |
| Detail Placement HPWL | `15.3 mm` |
| Hold Crit Class | `register to register` |
| Die Ht | `166 µm` |
| Largest stage delay on the critical path | `720 ps` |
| Predominant post-synthesis flop cell | `dfrtp_1` |
| Synth flops | `97` |
| Fmax | `99.7 MHz` |
| 1st-pass router iterations | `15` |
| GP Congestion | `0.867` |
| RSZ-0062 raised after global routing | `no` |
| Synth area leader | `dfrtp_1` |
| Number of max-cap violations | `0` |
| Actual slew at the worst max-slew pin | `790 ps` |
| Number of DRC markers in iteration 0 | `300` |
| Vias in the first global route | `6088` |
## cells in the final DEF (no fill, tap or decap), types with 5 or more instances in the layout
cell type and count:
mux2_2 65, a21o_1 50, clkbuf_16 9, inv_1 76, buf_4 5, and2_1 5
clkdlybuf4s50_1 100, nor2_1 52, nand2_1 54, dfrtp_1 97, nand2b_1 11, a21oi_1 73
nand4_1 11, nand3_1 13, nor3_1 12, a211oi_1 9, o31ai_1 5, xnor2_1 47
o21a_1 15, xor2_1 29, o21ai_1 8, nor2b_1 11, o21ai_0 47, and3_1 5
ha_1 96, o21bai_1 6
## per-layer routing
| layer | vias up | GRT usage [%] | part of all wire, % |
|---|---|---|---|
| met1 | 2931 | 22.1 | 51 |
| met4 | 0 | 1.49 | 1.2 |
| met3 | 11 | 1.16 | 2.5 |
| met5 | - | 0 | 0 |
| met2 | 72 | 22.5 | 45 |
| li1 | 3330 | - | - |
## worst min-delay path, stage by stage (launching register included)
cell and delay [ps]:
dfrtp_1 350, nand2_1 50, o21ai_0 60
## logic make-up after synthesis
| kind of cell | synth area share, % |
|---|---|
| buffers and inverters | 4.98 |
| flip-flops | 29.9 |
| XOR/XNOR | 8.75 |
| AND-OR/OR-AND | 20.7 |
| AND/OR/NAND/NOR | 11.3 |
| multiplexers | 9.02 |
| adder cells (fa/ha/maj) | 15.3 |
## layout make-up
type                            count  share of cell area [%]
Inverter                           76                    2.93
Clock inverter                      4                   0.283
Tap cell                          335                    4.31
Clock buffer                       12                    2.53
Multi-Input combinational cell    684                    54.3
Timing Repair Buffer              105                    10.7
Sequential cell                    97                    24.9
## metrics by stage
| stage | setup WS (ps) | utilization (%) | hold WS, ps | cells |
|---|---|---|---|---|
| 4_1_cts | 7230 | 37.0 | 495 | 1313 |
| 6_report | 7270 | 37.0 | 495 | 1313 |
| 3_3_place_gp | 6700 | 36.0 | 469 | 1297 |
| 5_1_grt | 6740 | 37.0 | 512 | 1313 |
| 2_1_floorplan | 8150 | - | 426 | 875 |
| 3_5_place_dp | 6850 | 36.0 | 479 | 1297 |
## path summary, 6_finish.rpt
| kind | from | end | slack [ps] | cells past startpoint |
|---|---|---|---|---|
| setup / recovery | price_in[0] | ema_reg[30] | 7270 | 30 |
| hold / removal | ret_reg[0] | ret_reg[0] | 490 | 2 |
| setup reg to reg | prev_price[0] | ema_reg[30] | 10500 | 28 |
| hold reg to reg | ret_reg[0] | ret_reg[0] | 490 | 2 |
| max in group asynchronous | rst_n | ema_reg[22] | 13380 | 2 |
| min in group asynchronous | rst_n | prev_price[5] | 3030 | 1 |
